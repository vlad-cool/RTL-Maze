**flow/design.v**
```verilog
module food_generator
(
    input wire clk,
    input wire rst,
    input wire[7:0] rnd,
    input wire[3:0] player_x,
    input wire[3:0] player_y,
    output reg[299:0] food,
    output wire busy
);
localparam RARE_FOOD_PROBABILITY = 21;
reg[7:0] index;
reg[2:0] crux_index;
wire main_stage;
wire second_stage;
assign busy = (crux_index < 4);
assign main_stage = (index < 150);
assign second_stage = (~main_stage) & busy;
wire[3:0] crux_x;
assign crux_x = ((rnd[2:0] < 5) ? rnd[2:0] : (rnd[2:0] - 5)) + (crux_index[0] ? 5 : 0);  
wire[3:0] crux_y;
assign crux_y = ((rnd[2:0] < 7) ? rnd[2:0] : (rnd[2:0] - 7)) + (crux_index[1] ? 8 : 0);  
wire[7:0] crux_place;
assign crux_place = ({3'h0, crux_y} << 3) + ({3'h0, crux_y} << 1) + crux_x;
wire skip;  
assign skip = (crux_index[0] == (player_x > 4)) & (crux_index[1] == (player_y > 7));
wire rare;
assign rare = (rnd < RARE_FOOD_PROBABILITY);
always @(posedge clk)
begin
    if(rst)
        index <= 0;
    else if(main_stage)
        index <= index + 1;
end
always @(posedge clk)
begin
    if(rst)
        crux_index <= 0;
    else if(second_stage)
        crux_index <= crux_index + 1;
end
always @(posedge clk)
begin
    if(main_stage)
    begin
        food[{index, 1'b1}] <= rare;
        food[{index, 1'b0}] <= ~rare;
    end
    else if(second_stage & (~skip))
    begin
        food[{crux_place, 1'b1}] <= 1;
        food[{crux_place, 1'b0}] <= 1;
    end
end
endmodule
```
**flow/run.sh**
```bash
#!/bin/bash
# OpenROAD 26Q1-2900-gdf79404cd8, Yosys 0.63+post, stock flow scripts
make -C /OpenROAD-flow-scripts/flow DESIGN_CONFIG=/design/flow/config.mk WORK_HOME=/design/flow/orfs finish
```
**flow/config.mk**
```make
export PLATFORM = sky130hd
export DESIGN_NAME = food_generator
export DESIGN_NICKNAME = food_generator
export VERILOG_FILES = /design/flow/design.v
export SDC_FILE = /design/flow/constraint.sdc
export NUM_CORES = 4
export LEC_CHECK = 1
export CORE_UTILIZATION = 50
```
**flow/constraint.sdc**
```tcl
current_design food_generator

set clk_period 42.6
set clk_io_pct 0.2

create_clock -name clk0 -period $clk_period [get_ports {clk}]

set non_clock_inputs [all_inputs -no_clocks]
set_input_delay [expr $clk_period * $clk_io_pct] -clock clk0 $non_clock_inputs
set_output_delay [expr $clk_period * $clk_io_pct] -clock clk0 [all_outputs]
```
==> results_slide.txt <==
Flow Results at a Glance

Routing
  • Initial DRC Count: 2,174
  • Via Count: 19,600
  • Vias per inst: 6.92
  • # DRC: 0
  • DRT Pass-1 Iters: 6
  • Routed len/inst: 27.3 microns
  • ANT nets after route: 0
  • N_diodes: 0
  • Final WL: 77,200 microns

GRT
  • First-pass GRT wire length: 114,000 microns
  • Largest net degree at the start of global routing: 165
  • Initial antenna violation count: 2
  • Vias in the first global route: 18,700
  • Congestion Overflow GR: 0
  • GRT Util Overall: 41.6%

Synth
  • Top-area cell type share of the netlist area: 46.6%
  • Yosys top cell by instances: edfxtp_1
  • Cell type with the largest total area: edfxtp_1
  • Post-synth EDFFs: 300
  • Syn Area/Cell: 9.56 sq um
  • Synthesis-stage register bit count: 311
  • Top cells by count, synth: edfxtp_1, o21ai_0, nand2_1
  • Yosys Chip Area: 19,300 sq um
  • Synth Seq Share: 47.7%
  • Ys Warns: 1
  • Commonest flop: edfxtp_1
  • Synth area leaders: edfxtp_1, o21ai_0, o221ai_1, nand2_1, a21oi_1
  • Asr flop ratio synth: 0%
  • Synthesized cell area: 19,300 sq um
  • Yosys cell count: 2,023
  • Netlist cell types: 86
  • Synth Instances: 2,023

Placement
  • Port Buf Inserts: 315
  • Placed Area: 23,100 sq um
  • DP Wirelength: 52,400 microns
  • Placer Congestion: 0.973

Min path
  • Hold Path Class: register to register

STA
  • Endpoints failing setup: 0
  • RSZ-0062 raised after global routing: no
  • Clk_skew: 0.0200 ns
  • Worst-Margin Slew: 0.959 ns
  • Final Max Tran Viols: 0
  • Endpoints failing hold: 0
  • Max Freq: 72.5 MHz
  • Final min period: 13.79 ns
  • Cycle use final: 32.4%
  • Slew HR: 35.9%
  • Sum of negative setup slack: 0 ns
  • WHS: 0.570 ns

Clock tree
  • Maximum buffer depth of the clock tree: 3
  • CTS tree: built
  • Clk latency late pin: 0.57 ns
  • Clk slew on worst S/H paths: 0.06 ns
  • Post-cts gate resize count: 0
  • TritonCTS Buffers: 37
  • Post-CTS Hold Buffers: 0
  • Root buffer cell: clkbuf_16
  • Clock sinks: 311
  • Post-CTS setup buffers: 0
  • H-tree depth: 2

Pwr
  • Total power: 0.00102 W
  • Pwr/cell area: 41.9 nW/um^2
  • P_leak: 7.83 nW
  • Peak VDD IR: 28.9 uV

Setup path
  • Crit-path slowest cell: xnor2_1
  • Crit path DRT: 43.01 ns
  • Crit path kind: input pin to register
  • Worst setup EP type: register
  • Worst EP arrival: 14.20 ns
  • Worst-path cell chain: clkdlybuf4s50_1 -> inv_1 -> ha_1 -> nor2b_1 -> xnor2_1 -> ha_1 -> ha_1 -> xor2_1 -> ha_1 -> ha_1 -> inv_1 -> fa_1 -> buf_4 -> nand3b_1 -> xnor2_1 -> o311ai_0 -> a211oi_1 -> nand3_1 -> o21ai_0 -> a21boi_0
  • Startpoint Class: input pin
  • Max incr delay on CP: 0.65 ns
  • CP max FO: 36
  • CP most frequent cell: ha_1

Run status
  • Status: finished, final reports clean

Final layout
  • Share of layout cells above drive strength 1: 7.85%
  • Layout area overhead: 25.4%
  • Post-layout instance area: 24,300 sq um

Floorplanning
  • Chip width: 199 microns
  • Row count: 71
  • Core ar.: 37,800 sq um
  • Die area: 39,500 sq um
  • Die y size: 199 microns
  • Io pins: 319
  • Fp_density: 51.1%

Flow run
  • OpenROAD warning count: 42
  • Max-cap check violation count: 0
stage by stage:
stage	instances	setup WS [ns]	utilization [%]
2_1_floorplan	2023	11.39	-
3_3_place_gp	2764	28.51	61.0
3_5_place_dp	2764	28.40	61.0
4_1_cts	2828	28.96	64.1
5_1_grt	2828	28.36	64.1
6_report	2828	28.81	64.1
metal layers:
metal  up-vias  global-route usage, %  share of wire, %
met1      9216                   61.9                38
met3       192                   21.8                17
met2      1624                   56.4                42
met5         -                  0.511             0.017
li1       8544                      -                 -
met4         2                   11.0               3.2
cells in the final DEF (no fill, tap or decap), drive strengths merged, types with 11 or more instances in the layout:
cell	count
ha	28
a211oi	13
and3	22
o31a	13
nor3	48
a22oi	24
a311oi	40
a32oi	13
clkdlybuf4s50	315
o22ai	15
clkinv	18
a21oi	136
o21ai	248
nand3	83
nor4	18
buf	71
clkbuf	47
edfxtp	300
a221oi	41
inv	31
nor2	169
o221ai	114
a31oi	41
mux2i	13
xnor2	15
dfxtp	11
or3	14
nand2	222
nand4	13
nand2b	15
or2	11
o211ai	32
and2	15
final cells by class:
class	count	area [sq um]
flip-flops and latches	311	9230
inverters	35	131
clock inverters	17	161
multi-input cells	1521	9390
clock buffers	47	1010
fillers	3017	13600
well taps	511	639
repair buffers	386	3700
where the power goes:
part	internal (W)	switching, W	total, W
Clock	0.000185	0.000133	0.000318
Combinational	0.000126	0.000142	0.000268
Sequential	0.000390	0.0000405	0.000430
final timing paths:
kind,to,slack [ns],from,cells after the start
worst max-delay path,food[178],28.81,rnd[0],20
worst min-delay path,food[19],0.57,food[19],2
worst max register to register,food[178],37.47,crux_index[0],13
worst min register to register,food[19],0.57,food[19],2
cells by family (layout without fill, tap and decap cells):
group                    after synthesis  count (layout)  synth area share (%)
AND/OR/NAND/NOR                      656             656                  16.5
adder cells (fa/ha/maj)               30              30                  2.02
multiplexers                          14              14                 0.731
AND-OR/OR-AND                        800             800                  28.2
buffers and inverters                191             485                  3.97
XOR/XNOR                              21              21                 0.951
flip-flops                           311             311                  47.7
registers in the layout, indices dropped and copies added (netlist names):
register / count
crux_index: 3
food: 300
index: 8
critical path: cells and delay by family:
kind	cells	cell delay, ns
buffers and inverters	4	1.14
AOI/OAI and AO/OA	4	1.14
and+or+nand+nor	3	0.84
adders and majority gates	6	1.65
xor gates and xnor gates	3	0.90
Power figures rest on the tool's default switching activity, not on a simulated workload.
