--- flow/config.mk ---
export PLATFORM = sky130hd
export DESIGN_NAME = maze_generator
export DESIGN_NICKNAME = maze_generator
export VERILOG_FILES = /design/flow/design.v
export SDC_FILE = /design/flow/constraint.sdc
export NUM_CORES = 4
export LEC_CHECK = 1
export CORE_UTILIZATION = 30
--- flow/constraint.sdc ---
current_design maze_generator

set clk_period 42.9
set clk_io_pct 0.2

create_clock -name clk0 -period $clk_period [get_ports {clk}]

set non_clock_inputs [all_inputs -no_clocks]
set_input_delay [expr $clk_period * $clk_io_pct] -clock clk0 $non_clock_inputs
set_output_delay [expr $clk_period * $clk_io_pct] -clock clk0 [all_outputs]
--- flow/design.v ---
module maze_generator
(
    input wire clk,
    input wire rst,
    input wire[7:0] rnd,
    input wire[3:0] h_expansion,
    input wire[3:0] v_expansion,
    output reg[159:0] h_walls,
    output reg[164:0] v_walls,
    output wire busy
);
localparam H_INDEX_LIMIT = 160;
localparam V_INDEX_LIMIT = 165;
localparam VISITED_INDEX_LIMIT = 150;
localparam DIR_UP = 0;
localparam DIR_RIGHT = 1;
localparam DIR_DOWN = 2;
localparam DIR_LEFT = 3;
assign busy = filling_stage | walking_stage | expansion_stage;
reg visited[149:0];
reg[7:0] filling_h_index;
reg[7:0] filling_v_index;
reg[7:0] visited_index;
wire filling_stage;
assign filling_stage = (filling_v_index < V_INDEX_LIMIT);
wire walking_stage;
assign walking_stage = (~filling_stage) & (have_valid_direction | (stack_ptr > 0));
reg[3:0] x, y;
wire[7:0] position;
assign position = ({3'h0, y} << 3) + ({3'h0, y} << 1) + x;
wire[1:0] valid_directions[0:3];
assign valid_directions[DIR_UP]    = ((y > 0)  & ~visited[position - 10]);
assign valid_directions[DIR_RIGHT] = ((x < 9)  & ~visited[position + 1]);
assign valid_directions[DIR_DOWN]  = ((y < 14) & ~visited[position + 10]);
assign valid_directions[DIR_LEFT]  = ((x > 0)  & ~visited[position - 1]);
wire have_valid_direction;
assign have_valid_direction = valid_directions[0] | valid_directions[1] | valid_directions[2] | valid_directions[3];
reg[3:0] stack_x[149:0];
reg[3:0] stack_y[149:0];
reg[7:0] stack_ptr;
wire[1:0] direction;
assign direction = valid_directions[rnd[1:0]] ? rnd & 2'b11 : 
                   valid_directions[(rnd + 1) & 2'b11] ? (rnd + 1) & 2'b11 : 
                   valid_directions[(rnd + 2) & 2'b11] ? (rnd + 2) & 2'b11 : (rnd + 3) & 2'b11;
wire[1:0] dx[3:0];
assign dx[DIR_UP]    = 2'd1;
assign dx[DIR_RIGHT] = 2'd2;
assign dx[DIR_DOWN]  = 2'd1;
assign dx[DIR_LEFT]  = 2'd0;
wire[1:0] dy[3:0];
assign dy[DIR_UP]    = 2'd0;
assign dy[DIR_RIGHT] = 2'd1;
assign dy[DIR_DOWN]  = 2'd2;
assign dy[DIR_LEFT]  = 2'd1;
reg[3:0] expansion_h_index;
reg[3:0] expansion_v_index;
wire expansion_stage;
assign expansion_stage = (~filling_stage) & (~walking_stage) & (expansion_h_index < h_expansion) & (expansion_v_index < v_expansion);
wire[3:0] rnd_9;
assign rnd_9 = (rnd[3:0] < 9) ? rnd[3:0] : (rnd[3:0] - 9);
wire[3:0] rnd_10;
assign rnd_10 = (rnd[3:0] < 10) ? rnd[3:0] : (rnd[3:0] - 10);
wire[3:0] rnd_1_14;
assign rnd_1_14 = (rnd[3:0] < 14) ? (rnd[3:0] + 1) : (rnd[3:0] - 13);
wire[3:0] rnd_15;
assign rnd_15 = (rnd[3:0] < 15) ? rnd[3:0] : 0;
always @(posedge clk)
begin
    if(rst)
        filling_h_index <= 0;
    else if(filling_h_index < H_INDEX_LIMIT)
        filling_h_index <= filling_h_index + 1;
end
always @(posedge clk)
begin
    if(rst)
        filling_v_index <= 0;
    else if(filling_v_index < V_INDEX_LIMIT)
        filling_v_index <= filling_v_index + 1;
end
always @(posedge clk)
begin
    if(rst)
        visited_index <= 0;
    else if(visited_index < VISITED_INDEX_LIMIT)
        visited_index <= visited_index + 1;
end
always @(posedge clk)
begin
    if(filling_h_index < H_INDEX_LIMIT)  
        h_walls[filling_h_index] <= 1;
    else if(walking_stage & ~direction[0] & have_valid_direction)  
        h_walls[position + (direction == DIR_DOWN ? 10 : 0)] <= 0;
    else if(expansion_stage & (expansion_h_index < h_expansion))  
        h_walls[({4'h0, rnd_1_14} << 3) + ({4'h0, rnd_1_14} << 1) + rnd_10] <= 0;
end
always @(posedge clk)
begin
    if(filling_v_index < V_INDEX_LIMIT)  
        v_walls[filling_v_index] <= 1;
    else if(walking_stage & direction[0] & have_valid_direction)  
        v_walls[position + y + (direction == DIR_RIGHT)] <= 0;
    else if(expansion_stage & (expansion_v_index < v_expansion))  
        v_walls[({4'h0, rnd_15} << 3) + ({4'h0, rnd_15} << 1) + rnd_15 + rnd_9 + 1] <= 0;
end
always @(posedge clk)
begin
    if(visited_index < VISITED_INDEX_LIMIT)  
        visited[visited_index] <= 0;
    else if(walking_stage)
        visited[position] <= 1;
end
always @(posedge clk)
begin
    if(rst)
        stack_ptr <= 0;
    else if(walking_stage)
        stack_ptr <= have_valid_direction ? (stack_ptr + 1) : (stack_ptr - 1);
end
always @(posedge clk)
begin
    if(walking_stage & have_valid_direction)
    begin
        stack_x[stack_ptr] <= x;
        stack_y[stack_ptr] <= y;
    end
end
always @(posedge clk)
begin
    if(rst)
    begin
        x <= 0;
    end
    else if(walking_stage)
    begin
        if(have_valid_direction)
            x <= x + dx[direction] - 1;
        else
            x <= stack_x[stack_ptr - 1];
    end
end
always @(posedge clk)
begin
    if(rst)
    begin
        y <= 0;
    end
    else if(walking_stage)
    begin
        if(have_valid_direction)
            y <= y + dy[direction] - 1;
        else
            y <= stack_y[stack_ptr - 1];
    end
end
always @(posedge clk)
begin
    if(rst)
        expansion_h_index <= 0;
    else if(expansion_stage & (expansion_h_index < h_expansion))
        expansion_h_index <= expansion_h_index + 1;
end
always @(posedge clk)
begin
    if(rst)
        expansion_v_index <= 0;
    else if(expansion_stage & (expansion_v_index < v_expansion))
        expansion_v_index <= expansion_v_index + 1;
end
endmodule
--- flow/run.sh ---
#!/bin/bash
# OpenROAD 26Q1-2900-gdf79404cd8, Yosys 0.63+post, stock flow scripts
make -C /OpenROAD-flow-scripts/flow DESIGN_CONFIG=/design/flow/config.mk WORK_HOME=/design/flow/orfs finish
==> out/highlights.md <==
* tool warning count: 56
* Detailed Route Iter0 Violations: 5058
* number of sinks on the clock net: 1723
* Hold Vio Cnt, Final: 0
* number of design rule violations left after detail routing: 0
* register share after synthesis: 62.05%
* worst slew slack as a fraction of its limit: 28.61%
* Warnings, synthesis: 1
* Top Ports: 344
* clock edge transition at the registers on the reported setup and hold paths: 0.06 ns
* number of hold buffers added after CTS: 0
* register-to-register path setup slack: 31.33 ns
* fraction of registers with async set/reset: 0%
* Final Max-Slew Violation Tally: 0
* most common library cell in the layout ignoring fill and taps: edfxtp_1
* number of distinct library cell variants in the gate-level netlist after synthesis: 95
* RSZ-0062 raised after global routing: false
* required time of the critical path: 34.32 ns
* number of placement rows: 192
* Mapped Avg Cell Area: 14.05 µm²
* number of maximum-capacitance constraint violations: 0
* global-route total usage across every layer: 20.95%
* cell total in the yosys stat output: 5880
* kind of end point of the critical path: primary output
* CTS Buf Count: 180
* final setup violating endpoints: 0
* flops out of synthesis: 1723
* commonest non-fill, non-tap cells in the layout: edfxtp_1 (1675), nor2_1 (590), nand2_1 (539)
* peak per-stage delay on the critical path: 0.66 ns
* area growth from synthesis to layout: 17.39%
* router iterations before antenna repair: 8
* master of the slowest instance on the critical path: or4_1
* root buffer selected by CTS: clkbuf_16
* initial antenna violation count: 6
* clock skew after layout: 0.06442 ns
* Critical path destination: busy
* largest net degree at the start of global routing: 98
* DP HPWL: 187600 µm
* Final Cycle Share: 46.13%
* Placed Instances: 9650
* fraction of the core area occupied by cells at floorplan: 30.19%
* Post CTS Setup Buffer Count: 0
* Tmin final: 19.79 ns
* post-CTS sizing: 0
* Top cell by count, worst path: clkdlybuf4s50_1
* fmax: 0.05053 GHz
* category of the most critical setup path: primary input to primary output
* number of buffers on the longest clock path: 3
* post-synthesis chip area from yosys: 82600 µm²
* routed length per placed instance: 27.77 µm
* layout cells sized above 1: 16.31%
* Max rail drop VDD: 0.03809 mV
* wire length of the first global-routing pass: 401700 µm
* leading post-synthesis cells by cell area: edfxtp_1 (61%), mux4_2 (12%), nor2_1 (2.7%)
* run status: complete, no violations
* cell type with the largest total area after synthesis: edfxtp_1
* Die Ht: 526.7 µm
* final cell count without fillers: 9986
* synthesized instance count: 5880
* CTS tree: yes
* remaining antenna violation count: 0
* Reg-to-Reg Start: x[1]
* via density per instance: 5.691
* number of cells on the worst reg-to-reg path: 29
* end of the worst register-to-register path: v_walls[55]
* area of the die: 277400 µm²
* worst min-delay path category: register to register
* post-synth top area share: 60.89%
* ordered list of cells on the worst path: clkdlybuf4s50_1 -> inv_1 -> ha_1 -> nor2b_1 -> o21ai_0 -> nand2_1 -> nor3_1 -> or4_1 -> clkdlybuf4s50_1
* critical path arrival: 11.21 ns
* cell area after synthesis: 82600 µm²
* Die W: 526.7 µm
* timing startpoint of the critical path: v_expansion[2]
* slew at the pin closest to its max-slew limit: 1.068 ns
* pwr dens: 38.94 nW/µm²
* Clock Latency Late Sink: 0.87 ns
* placer congestion estimate: 0.9958
* maximum fanout encountered on the critical timing path: 2
* final sum of negative setup slack: 0 ns
* total detailed-routing wirelength: 277300 µm
* number of buffers added on ports: 339
* depth of the CTS H-tree: 4
* vias in the first global route: 57690
* most used flip-flop cell after synthesis: edfxtp_1
* core region area: 273600 µm²
* overall via count from detail_route: 56830
* reported leakage power: 30.87 nW
* global route overflow: 0
* critical path launch point type: primary input
* flip-flops with a built-in enable: 1675
==> state kept, by name (all words and copies together), names as in the netlist <==
name and count:
filling_h_index 8, y 4, h_walls 160, filling_v_index 8
expansion_v_index 4, visited_index 8, v_walls 165, stack_ptr 8
x 4, visited 150, stack_y 600, stack_x 600
expansion_h_index 4
==> cell type report <==
type / count / area (µm²)
timing repair buffer: 573 / 5177
antenna: 2 / 5.005
sequential: 1723 / 51290
clock buffer: 218 / 4730
inverter: 102 / 384.1
tap: 3589 / 4491
fill: 25500 / 176700
clock inverter: 116 / 1404
multi-input combinational: 3663 / 29480
==> critical path, delay by kind of cell <==
kind / cells / cell delay, ns
buf+inv: 3 / 1.27
compound gates: 1 / 0.11
simple gates: 4 / 0.93
fa+ha+maj: 1 / 0.30
==> metrics by stage <==
step	area [µm²]	hold slack, ns	power (mW)	utilization, %	setup slack [ns]
3_3_place_gp	90830	0.4733	2.194	33.19	22.98
2_1_floorplan	82600	0.4618	2.042	-	24.74
4_1_cts	96960	0.5046	3.791	35.44	23.02
3_5_place_dp	90830	0.4931	2.192	33.19	23.06
5_1_grt	96960	0.5402	3.875	35.44	23.04
6_report	96960	0.5084	3.776	35.44	23.11
==> where the power goes <==
| part | leakage (nW) | internal (mW) | switching, mW |
|---|---|---|---|
| combinational | 11.7 | 0.0844 | 0.249 |
| clock | 2.95 | 0.925 | 0.680 |
| sequential | 16.2 | 1.83 | 0.00977 |
==> Yosys cell counts (all sizes together), types with 19 or more instances <==
master  instances
clkbuf        235
a21oi         299
nor2          594
a211oi         32
o21ai         140
nor2b          23
ha             90
o311ai         32
edfxtp       1675
a32oi          20
inv            99
mux2i          98
or3            22
and3           40
a311oi         60
or2            19
nand2         539
or4            29
o211ai         40
buf           157
a31oi          71
nand4          22
a221oi        180
nor3          191
nand2b         27
nor4           96
nand3         162
and2           28
o22ai          35
a21o           22
dfxtp          48
xnor2          73
mux4          445
a22oi          37
xor2           40
==> metal layers <==
metal  global-route usage, %  vias to the layer above  part of all wire (%)
li1                        -                    24210                     -
met1                   26.36                    28010                    36
met2                   30.55                     3959                    45
met4                   7.545                        8                   4.6
met3                   12.28                      637                    15
met5                  0.3290                        -                 0.054
==> kinds of logic (layout without fill, tap and decap cells) <==
group                      count (synthesis)  after routing  share of synthesized area, %
and+or+nand+nor                         1819           1819                         9.996
xor gates and xnor gates                 114            114                         1.312
AOI/OAI and AO/OA                       1077           1077                         8.999
adders and majority gates                101            101                         1.630
buffers and inverters                    494           1009                         2.546
muxes                                    552            552                         13.46
DFF                                     1723           1723                         62.05
other                                      0              2                             0
==> worst min path at each step <==
stage                           startpoint                   end  slack (ns)  depth (start not counted)
final                 expansion_h_index[3]  expansion_h_index[3]        0.51                          2
after global routing  expansion_h_index[3]  expansion_h_index[3]        0.54                          2
after CTS             expansion_h_index[3]  expansion_h_index[3]        0.50                          2
Power is estimated from default activity; no workload was simulated.
