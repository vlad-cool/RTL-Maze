[flow/constraint.sdc]
current_design player

set clk_period 7.5
set clk_io_pct 0.2

create_clock -name clk0 -period $clk_period [get_ports {clk}]

set non_clock_inputs [all_inputs -no_clocks]
set_input_delay [expr $clk_period * $clk_io_pct] -clock clk0 $non_clock_inputs
set_output_delay [expr $clk_period * $clk_io_pct] -clock clk0 [all_outputs]
[flow/run.sh]
#!/bin/bash
# OpenROAD 26Q1-2900-gdf79404cd8, Yosys 0.63+post, stock flow scripts
make -C /OpenROAD-flow-scripts/flow DESIGN_CONFIG=/design/flow/config.mk WORK_HOME=/design/flow/orfs finish
[flow/design.v]
module player
#(
    parameter size = 22
)
(
    input wire rst,
    input wire clk,
    input wire enable,
    input wire tft_busy,
    output reg tft_dc,
    output reg[7:0] tft_data,
    output reg tft_transmit,
    output reg busy,
    input wire[8:0] x,
    input wire[8:0] y,
    input wire draw,
    input wire[2:0] direction
);
wire[7:0] player_color[2:0];
wire[483:0] sprite[2:0];
reg[$clog2(size) - 1 : 0] pixel_counter_x, pixel_counter_y;
reg[3:0] selection_counter;
reg[7:0] sub_pixel_counter;
reg[8:0] x_min, y_min, x_max, y_max;
reg[8:0] x_new, y_new;
reg drawing_background;
assign player_color[0] = 8'hff;
assign player_color[1] = 8'hff;
assign player_color[2] = 8'h00;
assign sprite[0] = {
22'b0000000111111110000000,
22'b0000011111111111100000,
22'b0000111111111111110000,
22'b0001111111111111111000,
22'b0011111111111111111100,
22'b0111111111111101111110,
22'b0111111111111111111110,
22'b1111111111111111111111,
22'b1111111111111111111111,
22'b1111111111111111111111,
22'b1111111111111111111111,
22'b1111111111111111111111,
22'b1111111111111111111111,
22'b1111111111111111111111,
22'b1111111111111111111111,
22'b0111111111111111111110,
22'b0111111111111111111110,
22'b0011111111111111111100,
22'b0001111111111111111000,
22'b0000111111111111110000,
22'b0000011111111111100000,
22'b0000000111111110000000
};
assign sprite[1] = {
22'b0000000000000000000000,
22'b0000010000000000100000,
22'b0000111000000001110000,
22'b0001111000000001111000,
22'b0011111100000011111100,
22'b0111111100000011111110,
22'b0111111110000111111110,
22'b1111111110000111011111,
22'b1111111111001111111111,
22'b1111111111001111111111,
22'b1111111111111111111111,
22'b1111111111111111111111,
22'b1111111111111111111111,
22'b1111111111111111111111,
22'b1111111111111111111111,
22'b0111111111111111111110,
22'b0111111111111111111110,
22'b0011111111111111111100,
22'b0001111111111111111000,
22'b0000111111111111110000,
22'b0000011111111111100000,
22'b0000000111111110000000
};
assign sprite[2] = {
22'b0000000000000000000000,
22'b0000000000000000000000,
22'b0000000000000000000000,
22'b0000000000000000000000,
22'b0011000000000000001100,
22'b0111100000000000011110,
22'b0111110000000000111110,
22'b1111111000000001111111,
22'b1111111100000011111111,
22'b1111111110000111111111,
22'b1111111111001111110111,
22'b1111111111111111111111,
22'b1111111111111111111111,
22'b1111111111111111111111,
22'b1111111111111111111111,
22'b0111111111111111111110,
22'b0111111111111111111110,
22'b0011111111111111111100,
22'b0001111111111111111000,
22'b0000111111111111110000,
22'b0000011111111111100000,
22'b0000000111111110000000
};
reg [11:0]animation_step;
wire [$clog2(size * size) - 1:0] pixel_index;
rotator #(.size(size)) rotator
(
    .x(pixel_counter_x),
    .y(pixel_counter_y),
    .direction(direction + 1),
    .index(pixel_index)
);
always @(posedge clk)
begin
    if (~rst & enable)
    begin
        if (!busy)
        begin
            if (x_new == x && y_new == y)
            begin
                x_min <= x_new;
                x_max <= x_new + size - 1;
                y_min <= y_new;
                y_max <= y_new + size - 1;
            end
            else if (x_new == x)
            begin
                x_min <= x_new;
                x_max <= x_new + size - 1;
                if (y_new < y)
                begin
                    y_min <= y_new;
                    y_max <= y - 1;
                end
                else
                begin
                    y_min <= size + y + 1;
                    y_max <= size + y_new - 1;
                end
            end
            else if (y_new == y)
            begin
                y_min <= y_new;
                y_max <= y_new + size - 1;
                if (x_new < x)
                begin
                    x_min <= x_new;
                    x_max <= x - 1;
                end
                else
                begin
                    x_min <= size + x + 1;
                    x_max <= size + x_new - 1;
                end
            end
            else
            begin
                x_min <= x_new;
                x_max <= x_new + size - 1;
                y_min <= y_new;
                y_max <= y_new + size - 1;
            end
        end
        else if (~tft_busy & ~tft_transmit)
        begin
            if (selection_counter == 12 & pixel_counter_x == 0 & pixel_counter_y == size)
            begin
                if (drawing_background)
                begin
                    x_min <= x_new;
                    y_min <= y_new;
                    x_max <= x_new + size - 1;
                    y_max <= y_new + size - 1;
                end
            end
        end
    end
end
always @(posedge clk)
begin
    if (~rst & enable & busy & ~tft_busy & ~tft_transmit)
    begin
        if (selection_counter > 0 & selection_counter < 12)
        begin
            case(selection_counter)
                1:  {tft_transmit, tft_dc, tft_data} <= {1'b1, 1'b0, 8'h2a};
                2:  {tft_transmit, tft_dc, tft_data} <= {1'b1, 1'b1, 7'b0, x_min[8:8]};
                3:  {tft_transmit, tft_dc, tft_data} <= {1'b1, 1'b1,       x_min[7:0]};
                4:  {tft_transmit, tft_dc, tft_data} <= {1'b1, 1'b1, 7'b0, x_max[8:8]};
                5:  {tft_transmit, tft_dc, tft_data} <= {1'b1, 1'b1,       x_max[7:0]};
                6:  {tft_transmit, tft_dc, tft_data} <= {1'b1, 1'b0, 8'h2b};
                7:  {tft_transmit, tft_dc, tft_data} <= {1'b1, 1'b1, 7'b0, y_min[8:8]};
                8:  {tft_transmit, tft_dc, tft_data} <= {1'b1, 1'b1,       y_min[ 7:0]};
                9:  {tft_transmit, tft_dc, tft_data} <= {1'b1, 1'b1, 7'b0, y_max[8:8]};
                10: {tft_transmit, tft_dc, tft_data} <= {1'b1, 1'b1,       y_max[ 7:0]};
                11: {tft_transmit, tft_dc, tft_data} <= {1'b1, 1'b0, 8'h2c};
            endcase
        end
        else if (selection_counter == 12 & pixel_counter_x != size & pixel_counter_y != size)
        begin
            if (drawing_background)
            begin
                {tft_transmit, tft_dc, tft_data} <= {1'b1, 1'b1, 8'h00};
            end
            else
            begin
                {tft_transmit, tft_dc, tft_data} <= {1'b1, 1'b1, sprite[animation_step[11:10] < 3 ? animation_step[11:10] : 1][pixel_index] ? player_color[sub_pixel_counter] : 8'h00};
            end
        end
    end
    else
    begin
        tft_transmit <= 0;
    end
end
always @(posedge clk)
begin
    if (rst)
    begin
        drawing_background <= 0;
        animation_step <= 0;
    end
    else if (enable)
    begin
        if (!busy)
        begin
            animation_step <= animation_step + 1;
            if (x_new == x && y_new == y)
            begin
                drawing_background <= 0;
            end
            else
            begin
                drawing_background <= 1;
            end
        end
        else if (~tft_busy & ~tft_transmit)
        begin
            if (selection_counter == 12 & pixel_counter_x == 0 & pixel_counter_y == size)
            begin
                if (drawing_background)
                begin
                    drawing_background <= 0;
                end
                else
                begin
                    drawing_background <= 1;
                end
            end
        end
    end
end
always @(posedge clk)
begin
    if (rst)
    begin
        pixel_counter_x <= 0;
        pixel_counter_y <= 0;
        sub_pixel_counter <= 0;
    end
    else if (enable)
    begin
        if (!busy)
        begin
            pixel_counter_x <= 0;
            pixel_counter_y <= 0;
        end
        else if (~tft_busy & ~tft_transmit)
        begin
            if (selection_counter == 12 & pixel_counter_x != size & pixel_counter_y != size)
            begin
                sub_pixel_counter <= sub_pixel_counter == 2 ? 0 : sub_pixel_counter + 1;
                pixel_counter_x <= sub_pixel_counter == 2 ? (pixel_counter_x == size - 1 ? 0 : pixel_counter_x + 1) : pixel_counter_x;
                pixel_counter_y <= sub_pixel_counter == 2 ? (pixel_counter_x == size - 1 ? pixel_counter_y + 1 : pixel_counter_y) : pixel_counter_y;
            end
            else if (pixel_counter_x == 0 & pixel_counter_y == size)
            begin
                if (drawing_background)
                begin
                    pixel_counter_x <= 0;
                    pixel_counter_y <= 0;
                end
            end
        end
    end
end
always @(posedge clk)
begin
    if (rst)
    begin
        busy <= 0;
    end
    else if (enable)
    begin
        if (!busy)
        begin
            busy <= 1;
        end
        else if (~tft_busy & ~tft_transmit)
        begin
            if (selection_counter == 12 & pixel_counter_x == 0 & pixel_counter_y == size & ~drawing_background)
            begin
                busy <= 0;
            end
        end
    end
end
always @(posedge clk)
begin
    if (rst)
    begin
        x_new <= 5;
        y_new <= 5;
    end
    else if (enable)
    begin
        if (!busy)
        begin
            x_new <= x;
            y_new <= y;
        end
    end
end
always @(posedge clk)
begin
    if (rst)
    begin
        selection_counter <= 0;
    end
    else if (enable)
    begin
        if (!busy)
        begin
            selection_counter <= 1;
        end
        else if (~tft_busy & ~tft_transmit)
        begin
            if (selection_counter > 0 & selection_counter < 12)
            begin
                selection_counter <= selection_counter + 1;
            end
            else if (pixel_counter_x == 0 & pixel_counter_y == size)
            begin
                if (drawing_background)
                begin
                    selection_counter <= 1;
                end
            end
        end
    end
end
endmodule
module rotator
#(
    parameter size = 22
)
(
    input wire[$clog2(size)-1:0] x,
    input wire[$clog2(size)-1:0] y,
    input wire[1:0] direction,
    output wire[$clog2(size * size) - 1:0] index
);
assign index = direction == 0 ? (size - y - 1) * size + (size - x - 1) :
               direction == 1 ? x * size + (size - y - 1) :
               direction == 2 ? y * size + x :
               direction == 3 ? (size - x - 1) * size + y : 0;
endmodule
[flow/config.mk]
export PLATFORM = sky130hd
export DESIGN_NAME = player
export DESIGN_NICKNAME = player
export VERILOG_FILES = /design/flow/design.v
export SDC_FILE = /design/flow/constraint.sdc
export NUM_CORES = 4
export LEC_CHECK = 1
export CORE_UTILIZATION = 50
==> results.txt <==
This note records the results obtained with Yosys and OpenROAD.

Status
The run finished with clean final reports.

Route
The number of diodes is 0. The overall via count from detail_route is 7894. The count of nets left with antenna violations after detail routing is 0. The detailed router's first-iteration violation count is 369.

Per the detail_route report, vias per standard cell equal 5.60. The number of DRC violations after detailed routing is 0. The number of iterations in the first detailed-routing pass is 6. The wire length per cell is 16.2 um.

The post-detailed-routing wire length is 22800 um.

Floorplanning
The effective utilization at floorplan is 0.514. The die outline width is 141 um. Per the OpenROAD floorplan log, the area of the core is 18800 um^2. The placement row count is 50.

37 I/O pins were placed. The area of the die is 19900 um^2. Per the OpenROAD floorplan log, the height of the die is 141 um.

Power
For this design the total switching power over the nets is 0.446 mW. The share of total power dissipated in combinational logic is 0.254. Of the total power, registers draw 0.429. The power density relative to cell area is 135 nW/um^2.

The power report attributes to the clock group a share of 0.317. Summed over all cells, the static leakage comes to 4.44 nW. The script computed the net switching share of total power as 0.313.

The highest supply drop recorded on VDD is 98.6 uV. Cell internal power was estimated by the tool at 0.978 mW.

Critical path
The endpoint required time on the critical path is 7690 ps. The critical path is of the register to register type. The worst path arrival time is 6360 ps. The largest fanout on the critical path is 9. The kind of end point of the critical path is a register. The worst setup path is launched from a register.

Hold path
Checking hold timing, the worst path is listed with class register to register.

Placement
The weighted congestion at the end of routability-driven global placement is 0.939. The pre-CTS setup slack is 1350 ps. The post-detailed-placement cell area is 10200 um^2. In the placement report, post-DP HPWL is listed as 17800 um. The number of buffers inserted by port buffering is 34.

Yosys
Summing every instance area after synthesis gives 9680 um^2. The portion of netlist area occupied by mux cells is 0.0605. For this run, the chip area from Yosys synthesis comes to 9680 um^2. The synthesis run shows the most used standard cells to be ha_1, nand2_1, inv_1, nor2_1, a21oi_1.

The post-synth tally of flip-flops with integrated enable is 45. For this run, the register share of the synthesized area comes to 0.253. Yosys stat counts 1140 cells in the synthesized netlist. Of the post-synthesis cell area, the dominant cell type holds 0.140. The fraction of the mapped netlist area in adder cells is 0.170.

The synthesized instance count is 1140. In this run, synthesis produced a sequential element count of 100. By area the synthesized netlist is led by edfxtp_1, ha_1, dfxtp_1, xnor2_1, a21oi_1. The Yosys step of the flow raised 2 warnings. The distinct cell type count of the synthesized netlist is 87. Among all flip-flop cells after synthesis, the most frequent one is dfxtp_1.

The dominant cell by count in the synthesized netlist is ha_1. The largest combinational cell category by area is AND-OR/OR-AND gates. The library cell with the largest summed area after synthesis is edfxtp_1. After synthesis, the share of flip-flops with an asynchronous set or reset is 0. The simple-gate area share of the yosys netlist is 0.170. The xor/xnor cell area share of the yosys netlist is 0.103. Of the total synthesized cell area, the portion taken by AND-OR and OR-AND cells is 0.182.

The post-synthesis average cell area is 8.49 um^2.

Timing
In the final timing run, aggregate negative setup slack is 0 ps. Of the available clock period, the critical path in the final layout requires 0.823. For this run, the top clock speed supported by timing is 162 MHz.

Per the final report, max-transition violations number 0. The final worst hold slack is 488 ps. The worst-case max-slew headroom was logged as 0.431. After layout, the worst setup slack is 1330 ps.

The post-route minimum period is 6170 ps. The transition time of the tightest slew-check pin is 846 ps. Hold-check failures listed in the final report amount to 0. The worst clock skew on the final layout is 10.2 ps. Setup repair after global routing left no endpoint under its margin. In the final report, the number of endpoints failing setup comes to 0.

Clocking
The CTS sink count is 100. The root buffer cell is clkbuf_16. TritonCTS built the clock tree. The number of levels the H-tree was split into is 3. Looking at the worst setup and hold paths, the clock pins of their registers show a slew of 70 ps.

The quantity of hold-fixing buffers added after cts is 0. The clock passes through at most 2 buffers. Gates resized during post-CTS repair numbered 0. The number of setup buffers added after CTS is 0. The number of buffers created by CTS is 9.

The insertion delay to the later sink of the worst-skew pair is 350 ps.

GRT
The first global-routing pass estimated 38300 um of wire. The global route stage reports its total congestion overflow as 0. Entering global routing, the biggest net connects 38 pins.

The number of antenna violations at the first check in global routing is 0. The overall fraction of global-route tracks in use is 0.250. The via count of the first global-routing pass is 7458.

Final layout
The final cell utilization of the core is 0.559. The finished layout cell area is 10500 um^2. The layout summary lists the proportion of cells stronger than drive strength 1 as 0.0601. From synthesis to final layout, the design area changed by 8.68%. The number of inserted filler cells in the final layout is 1751.

Run
The total number of warnings across the stage logs is 40. The max capacitance violation total is 0.
[sequential cells by signal, summed over array words and instances (netlist names), 4 cells and up]
register / count
tft_data: 8
animation_step: 12
sub_pixel_counter: 8
x_min: 9
x_max: 9
selection_counter: 4
y_min: 9
y_max: 9
pixel_counter_y: 5
x_new: 9
pixel_counter_x: 5
y_new: 9
[power groups by stage]
stage         clock, mW  sequential, mW  combinational (mW)
CTS               0.466           0.611               0.363
finish            0.451           0.611               0.363
global route      0.484           0.614               0.405
[cells by family after synthesis]
family	Yosys count
multiplexers	51
buffers and inverters	155
AND/OR/NAND/NOR	341
adder cells (fa/ha/maj)	122
XOR/XNOR	110
AND-OR/OR-AND	261
flip-flops	100
[placed cells by master, fill, tap and decap left out, types with 5 or more instances in the layout]
cell type	n
a211o_1	5
a211oi_1	10
a21o_1	9
a21oi_1	77
a22o_1	5
a22oi_1	8
a31oi_1	6
and2_1	7
and3_1	14
buf_4	11
clkbuf_16	9
clkdlybuf4s50_1	34
dfxtp_1	55
edfxtp_1	45
fa_1	16
ha_1	105
inv_1	100
mux2_2	18
mux2i_1	27
nand2_1	101
nand2b_1	8
nand3_1	43
nand4_1	14
nor2_1	82
nor2b_1	17
nor3_1	22
o211ai_1	14
o21a_1	19
o21ai_0	40
o22ai_1	7
or3_1	6
xnor2_1	72
xor2_1	35
[critical path, stage by stage (launching register included)]
cell and delay (ps):
dfxtp_1 580, inv_1 240, ha_1 490, inv_1 150, nand3_1 140, xnor2_1 170, xnor2_1 400, ha_1 340
fa_1 460, ha_1 350, xnor2_1 150, ha_1 310, inv_1 80, and3_1 140, mux2_1 290, a211oi_2 230
and2_4 230, mux2_2 330, a211o_1 280, a311o_2 490, o211ai_1 130
[area by class of cell]
class	instances	area [um^2]	share of cell area
multi-input cells	885	6640	0.631
inverters	103	387	0.0367
well taps	260	325	0.0309
clock buffers	9	225	0.0214
flip-flops and latches	100	2450	0.233
repair buffers	45	423	0.0402
clock inverters	7	68.8	0.00654
[path summary, 6_finish.rpt]
kind / from / end / slack [ps] / cells after the start
hold reg to reg: animation_step[1] / animation_step[1] / 490 / 2
setup / recovery: pixel_counter_y[0] / tft_data[6] / 1330 / 20
setup reg to reg: pixel_counter_y[0] / tft_data[6] / 1330 / 20
hold / removal: animation_step[1] / animation_step[1] / 490 / 2
[per-layer routing]
layer | wire, um | GRT usage | up-vias
met4 | 395 | 0.0412 | 0
li1 | - | - | 4082
met3 | 903 | 0.0315 | 22
met5 | 0 | 0 | -
met2 | 10400 | 0.398 | 135
met1 | 11100 | 0.382 | 3655
[metrics by stage]
step | power [mW] | cells
detailed placement | 0.984 | 1393
CTS | 1.44 | 1409
global route | 1.50 | 1409
floorplan | 0.892 | 1140
finish | 1.42 | 1409
global placement | 0.984 | 1393
Power figures rest on the tool's default switching activity, not on a simulated workload.
